[/design/flow/run.sh]
#!/bin/bash
# OpenROAD 26Q1-2900-gdf79404cd8, Yosys 0.63+post, stock flow scripts
make -C /OpenROAD-flow-scripts/flow DESIGN_CONFIG=/design/flow/config.mk WORK_HOME=/design/flow/orfs finish
[/design/flow/config.mk]
export PLATFORM = sky130hd
export DESIGN_NAME = VGA_draw_rectangle
export DESIGN_NICKNAME = VGA_draw_rectangle
export VERILOG_FILES = /design/flow/design.v
export SDC_FILE = /design/flow/constraint.sdc
export NUM_CORES = 4
export LEC_CHECK = 1
export CORE_AREA = 10 10 89 89
export DIE_AREA = 0 0 99 99
[/design/flow/constraint.sdc]
current_design VGA_draw_rectangle

set clk_period 2.0
set clk_io_pct 0.2

create_clock -name clk0 -period $clk_period [get_ports {clock}]

set non_clock_inputs [all_inputs -no_clocks]
set_input_delay [expr $clk_period * $clk_io_pct] -clock clk0 $non_clock_inputs
set_output_delay [expr $clk_period * $clk_io_pct] -clock clk0 [all_outputs]
[/design/flow/design.v]
`timescale 1ns/1ns
module VGA_draw_rectangle
	(
		input [7:0] X_pos_in, 
		input [6:0] Y_pos_in, 
		input [6:0] rect_size, 
		input [2:0] color_in, 
		input start_plot, 	 
		input clock,			 
		input resetn, 			 
		output plot_enable, 	 
		output end_plot,		 
		output [7:0] X, 		 
		output [6:0] Y,		 
		output [2:0] color_out
	);
	wire load_rect_size;
	wire plot_counter_enable;
	wire plot_complete;
	assign color_out = color_in;
	assign end_plot = plot_complete;
	control FSM(
		.clock(clock),
		.resetn(resetn),
		.start_plot(start_plot),
		.plot_complete(plot_complete),
		.load_rect_size(load_rect_size),
		.plot_counter_enable(plot_counter_enable),
		.plot_enable(plot_enable)
	);
	datapath position_manip(
		.clock(clock),
		.resetn(resetn),
		.load_rect_size(load_rect_size),
		.plot_counter_enable(plot_counter_enable),
		.X_pos_in(X_pos_in),
		.Y_pos_in(Y_pos_in),
		.rect_size(rect_size),
		.X_pos_out(X),
		.Y_pos_out(Y),
		.plot_complete(plot_complete)
	);
endmodule
module control(input clock, resetn, start_plot, plot_complete,
					output reg load_rect_size, plot_counter_enable, plot_enable);
	reg [1:0] current_state, next_state;
	localparam S_WAIT = 2'd0,
				  S_LOAD_SIZE = 2'd1,
				  S_PLOT = 2'd2;
	always @(*)
	begin: state_table
		case (current_state)
			S_WAIT: next_state = start_plot ? S_LOAD_SIZE : S_WAIT;
			S_LOAD_SIZE: next_state = S_PLOT;  
			S_PLOT: next_state = plot_complete ? S_WAIT : S_PLOT;
			default: next_state = S_WAIT;
		endcase
	end  
	always @(*)
	begin: control_signals
		load_rect_size = 1'b0;
		plot_counter_enable = 1'b0;
		plot_enable = 1'b0;
		case (current_state)
			S_LOAD_SIZE: load_rect_size = 1'b1;
			S_PLOT:
			begin
				plot_counter_enable = 1'b1;
				plot_enable = 1'b1;  
			end
		endcase
	end  
	always @(posedge clock)
	begin: state_FFs
		if (!resetn)
			current_state <= S_WAIT;
		else
			current_state <= next_state;  
	end  
endmodule
module datapath(input clock, resetn, load_rect_size, plot_counter_enable,
					 input [7:0] X_pos_in, input [6:0] Y_pos_in, rect_size,
					 output [7:0] X_pos_out, output reg [6:0] Y_pos_out, 
					 output plot_complete);
	reg [6:0] counter_out_Y;
	assign X_pos_out = X_pos_in;
	wire [6:0] position_count;
	counter7 count_pos(
		.clock(clock),
		.parallel_load(load_rect_size),
		.enable(plot_counter_enable),
		.Q_max(rect_size),
		.Q(position_count),
		.count_complete(plot_complete)
	);
	always @(posedge clock)
	begin
		if (plot_counter_enable == 1'b1) begin
			counter_out_Y <= Y_pos_in + position_count; 
		end
	end
	always @(posedge clock)
	begin
		if (!resetn)
			Y_pos_out <= 0;
		else
			Y_pos_out <= counter_out_Y;  
	end
endmodule
module counter7(input clock, enable, parallel_load, input [6:0] Q_max, output reg [6:0] Q, output reg count_complete);
	reg [6:0] max_Q;
	always @(posedge clock)
	begin
		count_complete = 1'b0;
		if (parallel_load == 1'b1) begin
			max_Q <= Q_max;  
			Q <= 0;
		end else if (Q == Q_max) begin
			count_complete = 1'b1;
			Q <= 0;
		end else if (enable == 1'b1)
			Q <= Q + 1;	
	end
endmodule
==> flow_summary.yaml <==
# flow metrics
route:
  met2WireLength_mm: 1.09
  wl_met3_um: 226
  ant_nets: 0
  drc: 0
  first_pass_iters: 4
  avgRoutedWirePerCell_um: 10.6
  m1WireLength_mm: 1.03
  num_vias: 840
  drt_iter0_markers: 15
  diodes: 0
  drt-total-wl_mm: 2.36
  via_per_inst: 3.77
  routed.top_layer: "met4"
power:
  pwr-share-comb: 0.298
  seq_power_share: 0.477
  clockPowerShare: 0.225
  leakage_nw: 0.677
  internal_power_uw: 954
  ir_worst_vdd_uv: 356
  swShare: 0.263
  switching_power_uw: 339
  power-per-cell-area_nw_per_um2: 779
  total_power_mw: 1.29
global_routing:
  grt_pass1_vias: 895
  antenna_found_initial: 0
  grt_overflow: 0
  grt_pass1_wl_mm: 4.24
  grt_max_degree: 14
  grt_use_total: 0.0521
finish:
  final_area_um2: 1660
  flop_area_um2: 572
  final_cells: 223
  fill_cells: 618
  post-route-util: 0.277
  most-common-layout-cells: "20 x clkdlybuf4s50_1, 17 x dfxtp_1, 15 x buf_4"
  syn2layout_area_growth_pct: 36.5
  lay_top_count: "clkdlybuf4s50_1"
  drive_gt1_frac: 0.176
  logic_area_um2: 568
die:
  die_h_um: 99
  io_pins: 48
  dieArea_um2: 9800
  die_w_um: 99
  floorplanUtilization: 0.203
  core_um2: 5990
  rows: 28
yosys:
  ys.flop_type: "dfxtp_1"
  yosys_cells: 116
  synth_area_per_cell_um2: 10.5
  ys_warn_count: 3
  edf_count: 7
  ys_area_um2: 1220
  synthArstFlopShare: 0
  synthDistinctLibCells: 28
  synth_seq_share: 0.469
  syn_inst: 116
  synthesis.area_um2: 1220
  ys_ff: 25
timing:
  finalClockSkew_ps: 2.48
  setup_viol: 0
  max-slew-margin-rel: 0.747
  hold_ws_ps: 449
  final-hold-violation-count: 0
  worst_pin_slew_ps: 376
  fmax_ghz: 0.525
  slew_violations: 0
  setup_slack_ps: 94.2
  period_minus_slack_ps: 1910
  fin_crit_sh: 0.953
  rsz0062_at_grt: "no"
  finalSetupTns_ps: 0
setup_path:
  path_buffers: 1
  critPathKind: "flop to flop"
  cp_cell_sequence: "ha_4 > inv_2 > fa_2 > nor2b_4 > o31a_1 > or4_1 > and3_1"
  max_stage_delay_ps: 450
  crit_fanout: 2
  crit_arrival_ps: 1930
  crit_required_ps: 2030
  critPathLaunchType: "flop"
  crit_path_top_delay_cell: "or4_1"
  cp-end-kind: "flop"
  crit_family: "simple AND/OR/NAND/NOR gates"
clock_network:
  clock_latency_ps: 260
  cts_tree: "built"
  clkSinkCount: 25
  cts_max_level: 1
  path_clk_slew_ps: 80
  root_buffer: "clkbuf_8"
  holdBufCountCts: 0
  cts.path.max_buffers: 2
  numCtsBuffers: 3
run_status:
  outcome: "completed"
job:
  warnings: 27
  cap_violations: 0
placement:
  io_buffers: 25
  dp_hpwl_mm: 1.95
  gp_congestion: 0.731
  place_area_um2: 1570
  dp.cells: 217
  dp_slack_ps: -491
min_path:
  hold_path_class: "flop to flop"
==> power by group through the flow <==
| stage | logic, mW | registers, mW | clock network, mW |
|---|---|---|---|
| CTS | 0.391 | 0.617 | 0.303 |
| global route | 0.446 | 0.622 | 0.334 |
| finish | 0.385 | 0.617 | 0.291 |
==> repair_timing <==
action | in CTS | in global routing
endpoints found under the setup margin | 1 | 1
hold endpoints to repair | 0 | 0
resized | 11 | 2
buffers inserted | 2 | 0
cloned | 0 | 0
pin swaps | 7 | 5
==> logic make-up after synthesis <==
kind of cell	after synthesis	share of synthesized area
compound gates	11	0.0607
mux	1	0.00823
fa+ha+maj	8	0.0885
buf+inv	17	0.0864
xor+xnor	17	0.122
simple gates	37	0.165
flops	25	0.469
==> layout make-up <==
type / instances / area share
inverters: 5 / 0.0113
repair buffers: 40 / 0.219
well taps: 75 / 0.0565
multi-input cells: 74 / 0.342
flip-flops and latches: 25 / 0.344
clock buffers: 4 / 0.0271
==> path summary, 6_finish.rpt <==
path | slack, ps | cells past startpoint | end | start
setup / recovery | 90 | 7 | position_manip.counter_out_Y[6] | position_manip.count_pos.Q[0]
hold / removal | 450 | 1 | position_manip.Y_pos_out[3] | position_manip.counter_out_Y[3]
setup reg to reg | 90 | 7 | position_manip.counter_out_Y[6] | position_manip.count_pos.Q[0]
hold reg to reg | 450 | 1 | position_manip.Y_pos_out[3] | position_manip.counter_out_Y[3]
==> state kept, by name, summed over array words and instances, names as in the netlist <==
| signal | cells |
|---|---|
| position_manip.Y_pos_out | 7 |
| FSM.current_state | 3 |
| position_manip.count_pos.Q | 7 |
| position_manip.counter_out_Y | 7 |
| position_manip.count_pos.count_complete | 1 |
==> worst reg2reg max path: cells and delay by family, from the launching register on <==
family	cells	cell delay (ps)
adders and majority gates	2	380
AOI/OAI and AO/OA	1	240
buffers and inverters	1	50
DFF	1	340
and+or+nand+nor	3	660
==> synth_stat cells (all sizes together), types with 2 or more instances <==
cell type	count	area (um2)
dfxtp	18	360
buf	11	82.6
nor2	10	37.5
xor2	10	87.6
and2	7	43.8
edfxtp	7	210
ha	7	87.6
xnor2	7	61.3
inv	5	18.8
nand2	5	18.8
a21oi	4	20.0
nand4	4	25.0
and3	3	18.8
nor2b	3	26.3
o211ai	2	15.0
o21a	2	15.0
==> layer usage <==
| metal | global-route usage | vias up |
|---|---|---|
| met4 | 0.00441 | 0 |
| met1 | 0.0643 | 374 |
| met2 | 0.0827 | 20 |
| met5 | 0 | - |
| met3 | 0.0268 | 2 |
| li1 | - | 444 |
Power and IR drop assume default switching activity.
