**design/flow/design.v**
```verilog
module rate_divider(input clkin, output reg clkout);
	reg [20:0] counter;
	initial begin
  	  counter = 0;
   	  clkout = 0;
	end
	always @(posedge clkin) begin
   		 if (counter == 0) begin
       			counter <= 1666666;
       	 		clkout <= ~clkout;
   		 end else begin
       			 counter <= counter -1;
  		end
	end
endmodule
```
**design/flow/config.mk**
```make
export PLATFORM = sky130hd
export DESIGN_NAME = rate_divider
export DESIGN_NICKNAME = rate_divider
export VERILOG_FILES = /design/flow/design.v
export SDC_FILE = /design/flow/constraint.sdc
export NUM_CORES = 4
export LEC_CHECK = 1
export CORE_AREA = 10 10 99 99
export DIE_AREA = 0 0 109 109
```
**design/flow/constraint.sdc**
```tcl
current_design rate_divider

set clk_period 6.0
set clk_io_pct 0.2

create_clock -name clk0 -period $clk_period [get_ports {clkin}]

set non_clock_inputs [all_inputs -no_clocks]
set_input_delay [expr $clk_period * $clk_io_pct] -clock clk0 $non_clock_inputs
set_output_delay [expr $clk_period * $clk_io_pct] -clock clk0 [all_outputs]
```
**design/flow/run.sh**
```bash
#!/bin/bash
# OpenROAD 26Q1-2900-gdf79404cd8, Yosys 0.63+post, stock flow scripts
make -C /OpenROAD-flow-scripts/flow DESIGN_CONFIG=/design/flow/config.mk WORK_HOME=/design/flow/orfs finish
```
==> out/summary.txt <==
Status: finished, final reports clean
Number of cells in Yosys stat: 95
Hold WC Path Type: reg -> reg
Highest ir drop seen on vdd: 0.158 mV
Startpoint of the worst register-to-register path: counter[0]
Max-cap viol count: 0
Total number of yosys warnings: 1
Effective utilization at floorplan: 0.124
Average wire per cell in the routed design: 7.78 um
Simple share: 0.275
Max transition margin: 0.641
Number of max-slew violations in the final report: 0
Worst Hold Path EP: counter[16]
Instance count along the most critical hold path: 1
CTS root buf: clkbuf_8
Total overflow reported by the global router: 0
Floorplan die height: 109 um
Total power density per cell area: 246 mW/mm2
Number of DRC violations after detailed routing: 0
Flop2flop setup slack: 3680 ps
Initial antenna violation count: 0
Final period utilization: 0.387
Number of core rows: 32
Portion of the post-synthesis area used by sequential elements: 0.472
Async set-reset flop share out of synthesis: 0
Worst hold start: counter[16]
Multi-input logic area: 465 um2
Pin count of the biggest net entering global routing: 14
Number of different library cells in the post-synthesis netlist: 27
R2R Path End: clkout
Avg Inst Size Synth: 10.0 um2
Detail-routed via count per cell: 3.19
Num ports: 2
Static leakage power: 0.425 nW
Tool warnings: 25
Area fraction in mux cells: 0
Wire length of the first global-routing pass: 2.66 mm
Share of cells above drive strength 1: 0.192
Number of cells on the worst reg-to-reg path: 6
Total internal power: 0.000236 W
Area enclosed by the die boundary: 0.0119 mm2
Yosys xor share: 0.119
Worst-path maximum fanout: 9
Final weighted congestion of routability-driven global placement: 0.821
Clock tree buffer depth: 2
Insertion delay to the later sink of the worst-skew pair: 260 ps
Signed area change from the synthesized netlist to the final layout: 20.7%
F_max: 431 MHz
H-tree Lvls: 1
Proportion of power drawn by flip-flops and latches: 0.517
Placeable Area: 0.00773 mm2
Clock tree from TritonCTS: built
Final worst clock skew: 5.27 ps
Post-synthesis sequential element count: 22
Primary flip-flop cell chosen by synthesis mapping: dfxtp_1
Count of buffers added by post-CTS timing repair for setup: 0
Clk pin slew, worst setup/hold paths: 80 ps
Kind of critical path: reg -> reg
Final hold vios: 0
Endpoint required time on the critical path: 5990 ps
Count of filler cells inserted in the layout: 856
Worst setup margin: 3680 ps
Number of global-route vias before repair: 589
Final-layout setup total negative slack: 0 ps
Final number of setup-violating endpoints: 0
Number of I/O port buffers: 1
Antenna cells: 0
Syn Inst Count: 95
Net switching power of the design: 0.0000480 W
Post-synthesis chip area from yosys: 955 um2
Post-synth tally of flip-flops with integrated enable: 1
Worst Setup End Kind: flip-flop
Number of buffers inserted during clock tree synthesis: 3
Share of synthesized cell area in full adder, half adder and majority cells: 0.0131
Slew at the pin closest to its max-slew limit: 534 ps
Count of hold buffers inserted by post-cts repair: 0
CP Launch Type: flip-flop
Sw Share: 0.169
Relative contribution of combinational cells to total power: 0
DIE WIDTH: 109 um
Power share of the clock group: 0.483
Setup repair after global routing missed its margin: no
Main logic family after synthesis: simple AND/OR/NAND/NOR gates
Critical path arrival: 2310 ps
Total global-route track usage: 0.0273
Antenna viol nets, final: 0
Number of gates resized after CTS: 0
Pre-antenna DRT Iters: 3
HPWL reported at the end of detailed placement: 1.12 mm
Via count of the routed design: 641
Register Area: 450 um2
Clk sinks: 22
Initial drt markers: 22
Minimum setup slack after placement: 3690 ps
Aoi/oai-family share of the synthesized area: 0.0799
Overall routed net length: 1.56 mm
Total standard cell area after synthesis: 955 um2
Post-route minimum period: 2320 ps
## power by group through the flow
stage	Combinational, W	Clock (W)	Sequential, W
after CTS	0.000000000209	0.000142	0.000147
after global routing	0.000000000209	0.000148	0.000147
final	0.000000000209	0.000137	0.000147
## registers in the layout, summed over array words and instances, names as in the netlist
signal / flops
counter: 21
clkout: 1
## per-stage QoR
step / total power [W] / area [um2] / instances / hold slack (ps) / utilization
2_1_floorplan: 0.000150 / 955 / 95 / 436 / -
3_3_place_gp: 0.000150 / 1080 / 197 / 450 / 0.140
3_5_place_dp: 0.000150 / 1080 / 197 / 453 / 0.140
4_1_cts: 0.000288 / 1150 / 201 / 475 / 0.149
5_1_grt: 0.000295 / 1150 / 201 / 500 / 0.149
6_report: 0.000284 / 1150 / 201 / 473 / 0.149
## cells in the final DEF, fill, tap and decap left out
master / instances
a21oi_2: 3
ha_1: 1
or3_1: 1
nand3_1: 4
clkdlybuf4s50_1: 1
nor4b_2: 1
nor3_2: 1
nor4_1: 3
o31ai_1: 5
or4_4: 2
inv_1: 3
nand4b_1: 1
or2_4: 1
xnor2_1: 5
or4b_2: 1
clkbuf_8: 3
bufinv_16: 1
nand2_1: 9
clkinv_8: 1
o21ai_0: 1
nand4_1: 2
nor2_1: 6
nor2_2: 5
or4_1: 3
dfxtp_1: 21
o211ai_1: 1
nor3_1: 4
xor2_1: 8
edfxtp_1: 1
## kinds of logic after synthesis
logic type | Yosys count
buf+inv | 5
xor+xnor | 13
compound gates | 10
fa+ha+maj | 1
flops | 22
simple gates | 44
## worst max-delay path by stage
stage         cells after the start       start  slack (ps)      to
CTS                               1      clkout        3680  clkout
global route                      6  counter[0]        3500  clkout
finish                            6  counter[0]        3680  clkout
## synthesized netlist by cell type, types with 2 or more instances
cell type / count / area, um2
xor2_1: 8 / 70.1
o31ai_1: 5 / 37.5
dfxtp_1: 21 / 420
inv_1: 3 / 11.3
nor3_1: 4 / 20.0
nand2_1: 9 / 33.8
or4_1: 3 / 22.5
nor2_1: 6 / 22.5
xnor2_1: 5 / 43.8
nor4_1: 3 / 18.8
nand4_1: 2 / 12.5
a21oi_2: 3 / 26.3
nand3_1: 4 / 20.0
or4_4: 2 / 22.5
nor2_2: 5 / 31.3
## critical path: stages, from the launching register on
cell      delay, ps
dfxtp_1         350
inv_1            90
ha_1            220
nor4b_2         310
nand4_1         300
or4_4           650
clkinv_8        120
## routing by layer
layer,track usage,wire length (um)
met5,0,0
met4,0,0
met3,0.0108,62
met2,0.0377,639
met1,0.0415,862
## cell type report
| type | count | area share |
|---|---|---|
| Clock inverter | 1 | 0.0261 |
| Timing Repair Buffer | 1 | 0.00869 |
| Clock buffer | 3 | 0.0358 |
| Tap cell | 102 | 0.111 |
| Multi-Input combinational cell | 68 | 0.404 |
| Inverter | 4 | 0.0239 |
| Sequential cell | 22 | 0.391 |
Power figures rest on the tool's default switching activity, not on a simulated workload.
